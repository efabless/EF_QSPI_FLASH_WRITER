## ./run.sh

```bash
#!/bin/bash
# OpenROAD 26Q1-2900-gdf79404cd8, Yosys 0.63+post, stock flow scripts
make -C /OpenROAD-flow-scripts/flow DESIGN_CONFIG=/design/flow/config.mk WORK_HOME=/design/flow/orfs finish
```

## ./config.mk

```make
export PLATFORM = sky130hd
export DESIGN_NAME = EF_QSPI_FLASH_WRITER
export DESIGN_NICKNAME = EF_QSPI_FLASH_WRITER
export VERILOG_FILES = /design/flow/design.v
export SDC_FILE = /design/flow/constraint.sdc
export NUM_CORES = 4
export LEC_CHECK = 1
export CORE_AREA = 10 10 102 102
export DIE_AREA = 0 0 112 112
```

## ./constraint.sdc

```tcl
current_design EF_QSPI_FLASH_WRITER

set clk_period 2.6
set clk_io_pct 0.2

create_clock -name clk0 -period $clk_period [get_ports {HCLK}]

set non_clock_inputs [all_inputs -no_clocks]
set_input_delay [expr $clk_period * $clk_io_pct] -clock clk0 $non_clock_inputs
set_output_delay [expr $clk_period * $clk_io_pct] -clock clk0 [all_outputs]
```

## ./design.v

```verilog
`timescale              1ns/1ps
`default_nettype        wire
module EF_QSPI_FLASH_WRITER (
    input               HCLK,
    input               HRESETn,
    input wire          HSEL,
    input wire [31:0]   HADDR,
    input wire [1:0]    HTRANS,
    input wire          HWRITE,
    input wire          HREADY,
    input wire [31:0]   HWDATA,
    input wire [2:0]    HSIZE,
    output wire         HREADYOUT,
    output wire [31:0]  HRDATA,
    input  wire         fr_sck,
    input  wire         fr_ce_n,
    output wire [3:0]   fr_din,
    input  wire [3:0]   fr_dout,
    input  wire         fr_douten,
    output  wire        fm_sck,
    output  wire        fm_ce_n,
    input   wire [3:0]  fm_din,
    output  wire [3:0]  fm_dout,
    output  wire [3:0]  fm_douten
);
    localparam  WE_REG_OFF  = 8'h00, 
                SS_REG_OFF  = 8'h04,
                SCK_REG_OFF = 8'h08,
                OE_REG_OFF  = 8'h0c,
                SO_REG_OFF  = 8'h10,
                SI_REG_OFF  = 8'h14,
                ID_REG_OFF  = 8'h18;
    reg             last_HSEL;
    reg [31:0]      last_HADDR;
    reg             last_HWRITE;
    reg [1:0]       last_HTRANS;
    always@ (posedge HCLK or negedge HRESETn) begin
		if (!HRESETn) begin
			last_HSEL       <= 0;
			last_HADDR      <= 0;
			last_HWRITE     <= 0;
			last_HTRANS     <= 0;
		end else if(HREADY) begin
			last_HSEL       <= HSEL;
			last_HADDR      <= HADDR;
			last_HWRITE     <= HWRITE;
			last_HTRANS     <= HTRANS;
		end
	end
    wire rd_enable = last_HSEL & (~last_HWRITE) & last_HTRANS[1];
    wire wr_enable = last_HSEL & (last_HWRITE) & last_HTRANS[1];
    reg             WE_REG;
    wire WE_REG_sel = wr_enable & (last_HADDR[7:0] == WE_REG_OFF);
    always @(posedge HCLK or negedge HRESETn)
    begin
        if (~HRESETn)
            WE_REG <= 1'h0;
        else if (WE_REG_sel & (HWDATA[31:8] == 24'hA5A855))
            WE_REG <= HWDATA[0];
    end
        reg [1-1:0] SS_REG;
        wire SS_REG_SEL = wr_enable & (last_HADDR[15:0] == SS_REG_OFF);
        always @(posedge HCLK or negedge HRESETn)
            if (~HRESETn)
                SS_REG <= 1;
            else if (SS_REG_SEL)
                SS_REG <= HWDATA[1-1:0];  
        reg [1-1:0] SCK_REG;
        wire SCK_REG_SEL = wr_enable & (last_HADDR[15:0] == SCK_REG_OFF);
        always @(posedge HCLK or negedge HRESETn)
            if (~HRESETn)
                SCK_REG <= 0;
            else if (SCK_REG_SEL)
                SCK_REG <= HWDATA[1-1:0];
        reg [4-1:0] OE_REG;
        wire OE_REG_SEL = wr_enable & (last_HADDR[15:0] == OE_REG_OFF);
        always @(posedge HCLK or negedge HRESETn)
            if (~HRESETn)
                OE_REG <= 0;
            else if (OE_REG_SEL)
                OE_REG <= HWDATA[4-1:0];  
        reg [4-1:0] SO_REG;
        wire SO_REG_SEL = wr_enable & (last_HADDR[15:0] == SO_REG_OFF);
        always @(posedge HCLK or negedge HRESETn)
            if (~HRESETn)
                SO_REG <= 0;
            else if (SO_REG_SEL)
                SO_REG <= HWDATA[4-1:0];
    assign HRDATA = (last_HADDR[7:0] == SI_REG_OFF) & rd_enable ? {31'h0, fm_din[1]} : 
                    (last_HADDR[7:0] == ID_REG_OFF) & rd_enable ? {32'hABCD0001} : 
                    32'h0; 
    assign  fm_sck      =   WE_REG  ?   SCK_REG :   fr_sck;
    assign  fm_ce_n     =   WE_REG  ?   SS_REG  :   fr_ce_n;
    assign  fm_douten   =   WE_REG  ?   OE_REG  :   {4{fr_douten}};
    assign  fm_dout     =   WE_REG  ?   SO_REG  :   fr_dout;
    assign fr_din       =   fm_din;
    assign HREADYOUT = 1'b1;
endmodule
```

==> summary.txt <==
The synthesis and place-and-route flow finished, so here is a summary.

The final RePlAce weighted congestion is a little under 0.8. The via count of the first global-routing pass came out at 1,351. The post-route clock period utilization is 0.951. The share of flip-flops with an asynchronous set or reset after synthesis is 1.00. The number of detailed-routing iterations run before antenna repair is 3. Note that the worst hold path type here is reg2reg. Per the detailed-route log, wirelength across all metal layers totals 4450 um. Listed in order, past its start point the critical path passes nand4bb_4 > or2_4 > nor4_4 > buf_2 > clkdlybuf4s50_1. The summed instance area of the synthesized netlist is ~1800 um^2. The core area came out at 8220 um^2. The highest clock frequency the design can meet came out at just over 400 MHz. The total non-filler cell area in the finished layout came out at between 2000 and 3000 um^2. The number of failing hold endpoints at the final stage is 0.

The buffers plus inverters on the worst setup path came out at 2. The cell area power density is ~400 nW/um^2. The number of enable-type register cells in the synthesized netlist is 0. The violation tally from detailed-route iteration zero came out at 17. The global-route usage over all layers came out at 0.0671.

Dividing the detail-routed via count by the number of cells gives 3.77. The H-tree was split into 2 levels. The count of state elements after synthesis came out at 30. Sorting the synthesis cell report by count puts at the top sky130_fd_sc_hd__buf_4.

The buffer cell driving the clock tree root is sky130_fd_sc_hd__clkbuf_8. Sorting the synthesized cells by area gives the leading types as sky130_fd_sc_hd__dfrtp_1 41%, sky130_fd_sc_hd__buf_4 15%, sky130_fd_sc_hd__mux2_2 12%. The number of cell rows is 33. The fraction of the core area occupied by cells at floorplan is 0.213. The final critical delay including setup and external delays is around 2.5 ns. The area growth from synthesis to final layout is 51.4%. The I/O pin total came out at 132. After synthesis, the most frequently instantiated cells are 35 x sky130_fd_sc_hd__buf_4, 29 x sky130_fd_sc_hd__dfrtp_1, 18 x sky130_fd_sc_hd__mux2_2.

During placement, the flow inserted port buffers numbering 79. The number of antenna violations at the first check in global routing is 0. The top-area cell type share of the netlist area is 0.414. TritonCTS built the clock tree. For this design, Yosys synthesis ends with a cell count of 146. The maximum fanout along the worst path came out at 5.

The run finished with clean final reports. The leakage power total is 1.08 nW. The clock transition time at the flip-flop clock pins of the worst setup and hold paths came out at approximately 0.06 ns. The total via count in the routed design came out at between 1,000 and 1,500. The wire length of the first global-routing pass is 7000 um.

The sequential-to-total area share from yosys stat came out at 0.429. The overall die area came out at approximately 13,000 um^2. The placed instance area is approximately 2500 um^2. For the worst setup path, the data arrival time is 1.95 ns. From the final report, the count of setup violators was given as 0. The Yosys chip area came out at 1750 um^2.

The number of warnings issued by yosys is 1. For reference, the post-synthesis area per instance comes to between 10 and 15 um^2. The pin count of the biggest net entering global routing is 31.

The type of destination of the critical path is a primary output. For the worst-skew pair, the clock arrives at the later sink with an insertion delay of roughly 0.27 ns. The final HPWL from detailed placement is between 3000 and 4000 um.

The startpoint type of the worst setup path is a flip-flop. The number of CTS-inserted buffers came out at 5. The total overflow reported by the global router came out at 0. The die boundary height is approximately 110 um. The critical path start-end classification is reg2out. The warning total across the stage logs is 49. The number of distinct standard cells referenced by the synthesized netlist came out at 30. The remaining antenna violation count came out at 0. Per the placement report, the placed cell count is roughly 320. The finished layout holds 326 standard cells, fillers aside.

The post-synthesis instance total came out at 146. The cell taking the most area after synthesis is sky130_fd_sc_hd__dfrtp_1. The DRC violation count after routing is 0. The final antenna diode tally reported by the flow is 0. The number of clock sinks seen by CTS is 30. STA puts the critical path data required time at 2.08 ns. The synthesis report names the predominant flop master as sky130_fd_sc_hd__dfrtp_1.

The horizontal extent of the die is 112 um. The post-route clock skew came out at around 0.0036 ns. Per the final report, max-transition violations number 0. On the critical path the largest part of the delay comes from buffers and inverters.

Hold repair after CTS inserted 0 buffers. The share of cells above drive strength 1 is 0.240. The delay of the slowest cell on the worst path came out at 0.47 ns. On the critical path, the stage with the largest delay is an instance of sky130_fd_sc_hd__clkdlybuf4s50_1. The routed length per instance came out at 13.6 um. The peak supply drop came out at 0.000283 V. The number of violations of the max-capacitance limit came out at 0. The maximum buffer depth of the clock tree is 2.
-- cell usage in the layout (no fill, tap or decap) --
| cell | Yosys | layout |
|---|---|---|
| sky130_fd_sc_hd__mux2_2 | 18 | 18 |
| sky130_fd_sc_hd__and3_1 | 1 | 1 |
| sky130_fd_sc_hd__or2_4 | 0 | 1 |
| sky130_fd_sc_hd__clkinv_2 | 0 | 1 |
| sky130_fd_sc_hd__nor2_4 | 1 | 1 |
| sky130_fd_sc_hd__and4_1 | 1 | 1 |
| sky130_fd_sc_hd__nand4_1 | 2 | 2 |
| sky130_fd_sc_hd__a2111oi_2 | 0 | 1 |
| sky130_fd_sc_hd__o21ai_0 | 1 | 1 |
| sky130_fd_sc_hd__nor4_1 | 3 | 2 |
| sky130_fd_sc_hd__nand2_2 | 0 | 1 |
| sky130_fd_sc_hd__nor3_2 | 0 | 1 |
| sky130_fd_sc_hd__buf_4 | 35 | 6 |
| sky130_fd_sc_hd__clkdlybuf4s50_1 | 0 | 78 |
| sky130_fd_sc_hd__inv_1 | 1 | 1 |
| sky130_fd_sc_hd__mux2_1 | 9 | 9 |
| sky130_fd_sc_hd__dfrtp_1 | 29 | 29 |
| sky130_fd_sc_hd__buf_2 | 0 | 1 |
| sky130_fd_sc_hd__nand2b_1 | 1 | 1 |
| sky130_fd_sc_hd__nor4b_2 | 1 | 2 |
| sky130_fd_sc_hd__and4_4 | 1 | 1 |
| sky130_fd_sc_hd__nand3_1 | 1 | 1 |
| sky130_fd_sc_hd__mux2_4 | 8 | 8 |
| sky130_fd_sc_hd__conb_1 | 2 | 22 |
| sky130_fd_sc_hd__nand4bb_4 | 0 | 1 |
| sky130_fd_sc_hd__or4_4 | 2 | 2 |
| sky130_fd_sc_hd__nand2_1 | 12 | 11 |
| sky130_fd_sc_hd__clkbuf_8 | 0 | 6 |
| sky130_fd_sc_hd__clkbuf_1 | 3 | 1 |
| sky130_fd_sc_hd__dlygate4sd2_1 | 0 | 1 |
| sky130_fd_sc_hd__or4b_1 | 1 | 1 |
| sky130_fd_sc_hd__nor4_4 | 0 | 1 |
| sky130_fd_sc_hd__nor3b_1 | 1 | 1 |
| sky130_fd_sc_hd__nor4bb_1 | 5 | 5 |
| sky130_fd_sc_hd__dfstp_2 | 1 | 1 |
-- worst register-to-register path, delay by kind of cell, from the launching register on --
family	cells	cell delay, ns
mux	1	0.33
buf+inv	1	0.15
simple gates	3	1.01
flops	1	0.38
-- kinds of logic (layout without fill, tap and decap cells) --
| kind of cell | count (synthesis) | count (layout) | synth area share |
|---|---|---|---|
| AOI/OAI and AO/OA | 2 | 2 | 0.00785 |
| buffers and inverters | 40 | 95 | 0.165 |
| DFF | 30 | 30 | 0.429 |
| muxes | 35 | 35 | 0.242 |
| other | 2 | 22 | 0.00428 |
| and+or+nand+nor | 37 | 37 | 0.152 |
-- metal layers --
layer | wire length (um) | vias to the layer above | global-route usage
li1 | - | 611 | -
met1 | 1830 | 575 | 0.0818
met2 | 2230 | 42 | 0.113
met3 | 388 | 0 | 0.0282
met4 | 0 | 0 | 0.00423
met5 | 0 | - | 0
-- path summary, 6_finish.rpt --
kind	cells after the start	slack [ns]	from	endpoint
setup / recovery	5	0.13	last_HADDR[6]$_DFFE_PN0P_	HRDATA[18]
hold / removal	1	0.50	SCK_REG$_DFFE_PN0P_	SCK_REG$_DFFE_PN0P_
setup reg to reg	5	0.61	last_HADDR[6]$_DFFE_PN0P_	OE_REG[3]$_DFFE_PN0P_
hold reg to reg	1	0.50	SCK_REG$_DFFE_PN0P_	SCK_REG$_DFFE_PN0P_
max in group asynchronous	2	1.64	HRESETn	SS_REG$_DFFE_PN1P_
min in group asynchronous	2	0.64	HRESETn	OE_REG[3]$_DFFE_PN0P_
-- repair_timing --
item,4_1_cts,5_1_grt
setup endpoints to repair,11,10
pin swaps,1,1
gates cloned,1,0
setup buffers,0,1
resized,9,2
-- registers in the layout, indices dropped and copies added, names as in the netlist --
| name | count |
|---|---|
| last_HADDR | 16 |
| OE_REG | 4 |
| SO_REG | 4 |
| SCK_REG | 1 |
| SS_REG | 1 |
| WE_REG | 1 |
| last_HSEL | 1 |
| last_HTRANS | 1 |
| last_HWRITE | 1 |
-- layout make-up --
cell class / count / area, um^2
Clock buffer: 7 / 86.3
Clock inverter: 1 / 5.00
Fill cell: 790 / 5560
Inverter: 1 / 3.75
Multi-Input combinational cell: 96 / 836
Sequential cell: 30 / 752
Tap cell: 105 / 131
Timing Repair Buffer: 86 / 840
-- where the power goes --
part           total (mW)  leakage, nW  switching, mW  internal [mW]
registers           0.525        0.371         0.0263          0.499
clock network       0.380       0.0482          0.166          0.213
logic               0.188        0.663         0.0507          0.137
-- stage by stage --
step | hold slack, ns | power (mW) | utilization | TNS (ns) | setup WS [ns]
2_1_floorplan | 0.224 | 0.606 | - | 0 | 0.269
3_3_place_gp | 0.485 | 0.711 | 0.305 | -0.00612 | -0.00612
3_5_place_dp | 0.491 | 0.713 | 0.305 | 0 | 0.00831
4_1_cts | 0.511 | 1.11 | 0.321 | 0 | 0.00277
5_1_grt | 0.517 | 1.15 | 0.323 | -0.0204 | -0.0110
6_report | 0.500 | 1.09 | 0.323 | 0 | 0.126
No activity file was given, so power comes from the tool's default toggle rates.
